--- design/flow/constraint.sdc ---
current_design ImmediateSignExtender

set clk_period 3.5
set clk_io_pct 0.2

create_clock -name clk0 -period $clk_period

set non_clock_inputs [all_inputs -no_clocks]
set_input_delay [expr $clk_period * $clk_io_pct] -clock clk0 $non_clock_inputs
set_output_delay [expr $clk_period * $clk_io_pct] -clock clk0 [all_outputs]
--- design/flow/config.mk ---
export PLATFORM = sky130hd
export DESIGN_NAME = ImmediateSignExtender
export DESIGN_NICKNAME = ImmediateSignExtender
export VERILOG_FILES = /design/flow/design.v
export SDC_FILE = /design/flow/constraint.sdc
export NUM_CORES = 4
export LEC_CHECK = 1
export CORE_AREA = 10 10 70 70
export DIE_AREA = 0 0 80 80
--- design/flow/design.v ---
package cpu_pkg;
    parameter DATA_WIDTH        = 32;
    parameter ADDR_WIDTH        = 32;
    parameter INSTR_WIDTH       = 32;
    parameter ID_WIDTH          = 4;  
    parameter REG_FILE_SIZE     = 32;
    parameter REG_ADDR_WIDTH    = $clog2(REG_FILE_SIZE);
    parameter MEM_DEPTH         = 1024;
    parameter MEM_ADDR_WIDTH    = $clog2(MEM_DEPTH);
    parameter CACHE_LINES       = 128;
    parameter CACHE_INDEX_BITS  = $clog2(CACHE_LINES);
    parameter CACHE_OFFSET_BITS = 2;
    parameter CACHE_TAG_BITS    = ADDR_WIDTH - CACHE_INDEX_BITS - CACHE_OFFSET_BITS;
    typedef enum logic [6:0] {
		R_TYPE       = 7'b0110011,
		I_TYPE       = 7'b0010011,
		I_TYPE_LOAD  = 7'b0000011,
		I_TYPE_SYS   = 7'b1110011,
		S_TYPE       = 7'b0100011,
		B_TYPE       = 7'b1100011,
		U_TYPE_AUIPC = 7'b0010111,
		U_TYPE_LUI   = 7'b0110111,
		I_TYPE_JALR  = 7'b1100111,
		J_TYPE       = 7'b1101111
    } opcode_t;
    typedef enum logic [4:0] {
        ALU_ADD   = 5'b00000,
        ALU_SUB   = 5'b00001,
        ALU_XOR   = 5'b00010,
        ALU_OR    = 5'b00011,
        ALU_AND   = 5'b00100,
        ALU_SLL   = 5'b00101,
        ALU_SRL   = 5'b00110,
        ALU_SRA   = 5'b00111,
        ALU_SLT   = 5'b01000,
        ALU_SLTU  = 5'b01001,
        ALU_ADDI  = 5'b01010,
        ALU_XORI  = 5'b01011,
        ALU_ORI   = 5'b01100,
        ALU_ANDI  = 5'b01101,
        ALU_SLLI  = 5'b01110,
        ALU_SRLI  = 5'b01111,
        ALU_SRAI  = 5'b10000,
        ALU_SLTI  = 5'b10001,
        ALU_SLTIU = 5'b10010,
        ALU_BEQ   = 5'b10011,
        ALU_BNE   = 5'b10100,
        ALU_BLT   = 5'b10101,
        ALU_BGE   = 5'b10110,
        ALU_BLTU  = 5'b10111,
        ALU_BGEU  = 5'b11000,
        ALU_AUIPC = 5'b11001,
        ALU_LUI   = 5'b11010,
        ALU_JAL   = 5'b11011,
        ALU_JALR  = 5'b11100,
        ALU_DEF   = 5'b11111
    } alu_op_t;
    typedef enum logic [2:0] {
		IDLE        = 3'b000,
		CHECK       = 3'b001,
		WR_REQ      = 3'b010,
		WR_DATA     = 3'b011,
		WR_RESP     = 3'b100,
		RD_REQ      = 3'b101,
		RD_DATA     = 3'b110,
		RD_COMPLETE = 3'b111
    } cache_state_t;
endpackage
import cpu_pkg::*;
module ImmediateSignExtender (
    input  logic [ADDR_WIDTH - 1:0] instruction,
    output logic [DATA_WIDTH - 1:0] immediate
);
	logic [6:0] opcode;
	assign opcode = instruction[6:0];
    always_comb begin
        case (opcode)
            I_TYPE, I_TYPE_LOAD, I_TYPE_JALR:  
            	immediate = {{21{instruction[31]}}, instruction[30:20]};
            I_TYPE_SYS:  
                immediate = {DATA_WIDTH{1'b0}};
            S_TYPE:  
                immediate = {{21{instruction[31]}}, instruction[30:25], instruction[11:7]};
            B_TYPE:  
				immediate = {{20{instruction[31]}}, instruction[7], instruction[30:25], instruction[11:8], 1'b0};
	    	U_TYPE_AUIPC, U_TYPE_LUI:  
                immediate = {instruction[31:12], 12'b0};
            J_TYPE:  
				immediate = {{12{instruction[31]}}, instruction[19:12], instruction[20], instruction[30:21], 1'b0};
            default: 
                immediate = DATA_WIDTH'(0);
        endcase
    end
endmodule
--- design/flow/run.sh ---
#!/bin/bash
# OpenROAD 26Q1-2900-gdf79404cd8, Yosys 0.63+post, stock flow scripts
make -C /OpenROAD-flow-scripts/flow DESIGN_CONFIG=/design/flow/config.mk WORK_HOME=/design/flow/orfs finish
==> flow_metrics.tcl <==
# implementation run metrics
set metrics [dict create \
    run_status "complete, no violations" \
    ioPinCount 64 \
    n_fill_cell 375 \
    hp-class "input port to output pin" \
    totalWireLength_um 2720 \
    peakVddDrop_mv 0.0262 \
    most_common_cell "nand3_1" \
    slew_viol_final 0 \
    detailedPlacementHpwl_um 2290 \
    setup.worst_path.end_class "output pin" \
    area.sequential_um2 0 \
    synth_largest_type_area_fraction_pct 12.8 \
    global_route_wire_length_before_repair_um 4240 \
    setup_violations 0 \
    yosys.area_share.aoi_pct 46.7 \
    cellLeakagePower_nw 0.456 \
    power_uw 87.5 \
    die.size.x_um 80 \
    crit_arrival_ps 2680 \
    timing_hold_violations_final 0 \
    synth-area-yosys_um2 547 \
    syn-cell-area_um2 547 \
    num_vias 812 \
    clockBufferCount 0 \
    critical_path_peak_fanout 9 \
    die_area_um2 6400 \
    flop-count 0 \
    vias_per_cell 4.46 \
    openroad_warnings 32 \
    ys_cells 79 \
    simple_gate_area_share_pct 41.6 \
    grtUsageTotal_pct 7.92 \
    antenna_violating_nets_post_route 0 \
    timing_worst_slew_pin_value_ps 352 \
    synth.largest_area_cell "a21o_2" \
    grt_max_degree 18 \
    port_buffers 64 \
    adder_share_pct 0 \
    drtPass1Iterations 4 \
    syn-instance-count 79 \
    gr-total-overflow 0 \
    synthXorXnorAreaFrac_pct 0 \
    syn-mean-instance-area_um2 6.92 \
    layout_cells_sized_above_1_pct 14.0 \
    fin_tns_setup_ps 0 \
    fmax_mhz 296 \
    top_logic_kind "AND-OR/OR-AND gates" \
    min_period_ps 3380 \
    placement.setup.worst_slack_ps 94.1 \
    first_global_vias 809 \
    detailed_route_iter0_violations 45 \
    power.density_nw_per_um2 71.4 \
    setup_ws_ps 117 \
    placeableCoreArea_um2 3420 \
    avgRoutedWirePerCell_um 15.0 \
    rsz0062_at_grt "no" \
    final_min_period_over_clock_period_pct 96.7 \
    ys_types 33 \
    postLayoutCoreUtil_pct 35.9 \
    crit_path_start_kind "input port" \
    maxSlewHeadroom_pct 76.5 \
    yosys_warnings 1 \
    seq_area_frac_synth_pct 0 \
    synthMuxAreaShare_pct 1.83 \
    crit_required_ps 2800 \
    timing.max_cap.violations 0 \
    worst_setup_path_startpoint "instruction[4]" \
    core.rowCount 21 \
    grt_antenna_before_repair 0 \
    ctsHoldBuffers 0 \
    chipHeight_um 80 \
    synthTopCellsByArea "a21o_2 (13%), nand3_1 (12%), o21ai_0 (11%)" \
    synth.top_cells.by_count "nand3_1 (13), o21ai_0 (12), a21o_2 (8)" \
    diodes 0 \
    critPathKind "input port to output pin" \
    initCoreUtil_pct 16.0 \
    drc_errors 0 \
    syn2layout_area_growth_pct 124 \
    hold_path_startpoint "instruction[27]" \
    gp_congestion 0.810 \
]
[stage by stage]
step / hold WS [ps] / cells / instance area (um2)
CTS: 2350 / 182 / 1210
floorplan: 1460 / 79 / 547
global route: 2400 / 182 / 1230
global placement: 2350 / 182 / 1210
detailed placement: 2340 / 182 / 1210
finish: 2350 / 182 / 1230
[metal layers]
layer	vias up	share of wire (%)	wire (um)	global-route usage, %
met5	-	0	0	0
met4	0	0	0	0
met3	0	9.1	248	3.07
met2	36	49	1320	12.8
met1	360	42	1150	10.3
li1	416	-	-	-
[where the power goes]
group          switching (mW)  internal, mW  total, mW
logic                  0.0299        0.0576     0.0875
clock network               0             0          0
registers                   0             0          0
total                  0.0299        0.0576     0.0875
[worst paths after layout]
path	end	depth (start not counted)
max	immediate[19]	5
min	immediate[7]	3
[cells in the final DEF, fill, tap and decap left out, drive strengths merged]
master / instances
a22o: 4
buf: 2
mux2i: 1
a2bb2oi: 1
and3: 1
a211o: 1
a32o: 1
and4bb: 1
nand2: 2
nand3b: 1
and4: 1
clkdlybuf4s50: 64
a31oi: 1
o21a: 2
nor2: 1
nand3: 13
nor2b: 4
inv: 1
a21o: 8
and2b: 3
o32ai: 1
or3b: 1
o21ai: 12
a21oi: 1
o2bb2ai: 1
nor3b: 1
nand4b: 1
nand2b: 1
and3b: 3
or3: 1
[worst max-delay path, cell delays in order]
cell	delay, ps
clkdlybuf4s50_1	640
or3b_4	430
a21oi_4	270
a21o_2	170
clkdlybuf4s50_1	470
[cell families (layout without fill, tap and decap cells)]
group                  after synthesis  in the layout
AOI/OAI and AO/OA                   33             33
buffers and inverters               10             67
muxes                                1              1
and+or+nand+nor                     35             35
[what timing repair did]
action | 4_1_cts | 5_1_grt
gates resized | 0 | 3
setup endpoints to repair | 0 | 9
buffers inserted | 0 | 0
[final cells by class]
type | count | area, um2 | area share (%)
timing repair buffer | 66 | 656 | 53.5
multi-input combinational | 69 | 509 | 41.5
tap | 46 | 57.6 | 4.69
inverter | 1 | 3.75 | 0.306
No activity file was given, so power comes from the tool's default toggle rates.
