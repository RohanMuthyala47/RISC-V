<file path="./design.v">
package cpu_pkg;
    parameter DATA_WIDTH        = 32;
    parameter ADDR_WIDTH        = 32;
    parameter INSTR_WIDTH       = 32;
    parameter ID_WIDTH          = 4;  
    parameter REG_FILE_SIZE     = 32;
    parameter REG_ADDR_WIDTH    = $clog2(REG_FILE_SIZE);
    parameter MEM_DEPTH         = 1024;
    parameter MEM_ADDR_WIDTH    = $clog2(MEM_DEPTH);
    parameter CACHE_LINES       = 128;
    parameter CACHE_INDEX_BITS  = $clog2(CACHE_LINES);
    parameter CACHE_OFFSET_BITS = 2;
    parameter CACHE_TAG_BITS    = ADDR_WIDTH - CACHE_INDEX_BITS - CACHE_OFFSET_BITS;
    typedef enum logic [6:0] {
		R_TYPE       = 7'b0110011,
		I_TYPE       = 7'b0010011,
		I_TYPE_LOAD  = 7'b0000011,
		I_TYPE_SYS   = 7'b1110011,
		S_TYPE       = 7'b0100011,
		B_TYPE       = 7'b1100011,
		U_TYPE_AUIPC = 7'b0010111,
		U_TYPE_LUI   = 7'b0110111,
		I_TYPE_JALR  = 7'b1100111,
		J_TYPE       = 7'b1101111
    } opcode_t;
    typedef enum logic [4:0] {
        ALU_ADD   = 5'b00000,
        ALU_SUB   = 5'b00001,
        ALU_XOR   = 5'b00010,
        ALU_OR    = 5'b00011,
        ALU_AND   = 5'b00100,
        ALU_SLL   = 5'b00101,
        ALU_SRL   = 5'b00110,
        ALU_SRA   = 5'b00111,
        ALU_SLT   = 5'b01000,
        ALU_SLTU  = 5'b01001,
        ALU_ADDI  = 5'b01010,
        ALU_XORI  = 5'b01011,
        ALU_ORI   = 5'b01100,
        ALU_ANDI  = 5'b01101,
        ALU_SLLI  = 5'b01110,
        ALU_SRLI  = 5'b01111,
        ALU_SRAI  = 5'b10000,
        ALU_SLTI  = 5'b10001,
        ALU_SLTIU = 5'b10010,
        ALU_BEQ   = 5'b10011,
        ALU_BNE   = 5'b10100,
        ALU_BLT   = 5'b10101,
        ALU_BGE   = 5'b10110,
        ALU_BLTU  = 5'b10111,
        ALU_BGEU  = 5'b11000,
        ALU_AUIPC = 5'b11001,
        ALU_LUI   = 5'b11010,
        ALU_JAL   = 5'b11011,
        ALU_JALR  = 5'b11100,
        ALU_DEF   = 5'b11111
    } alu_op_t;
    typedef enum logic [2:0] {
		IDLE        = 3'b000,
		CHECK       = 3'b001,
		WR_REQ      = 3'b010,
		WR_DATA     = 3'b011,
		WR_RESP     = 3'b100,
		RD_REQ      = 3'b101,
		RD_DATA     = 3'b110,
		RD_COMPLETE = 3'b111
    } cache_state_t;
endpackage
import cpu_pkg::*;
module ForwardingUnit (
    input  logic [REG_ADDR_WIDTH - 1:0] rs1_E,
    input  logic [REG_ADDR_WIDTH - 1:0] rs2_E,
    input  logic [REG_ADDR_WIDTH - 1:0] rd_M,
    input  logic [REG_ADDR_WIDTH - 1:0] rd_WB,
    input  logic                        RegWrite_M,
    input  logic                        RegWrite_WB,
    output logic [1:0]                  ForwardA,
    output logic [1:0]                  ForwardB
);
    always_comb begin
        if ((RegWrite_M) && (rd_M != 0) && (rd_M == rs1_E))
            ForwardA = 2'b10;
        else if ((RegWrite_WB) && (rd_WB != 0) && !(RegWrite_M && (rd_M != 0) && (rd_M == rs1_E)) && (rd_WB == rs1_E))
            ForwardA = 2'b01;
        else
            ForwardA = 2'b00;
    end
    always_comb begin
        if ((RegWrite_M) && (rd_M != 0) && (rd_M == rs2_E))
            ForwardB = 2'b10;
        else if ((RegWrite_WB) && (rd_WB != 0) && !(RegWrite_M && (rd_M != 0) && (rd_M == rs2_E)) && (rd_WB == rs2_E))
            ForwardB = 2'b01;
        else
            ForwardB = 2'b00;
    end
endmodule
</file>
<file path="./run.sh">
#!/bin/bash
# OpenROAD 26Q1-2900-gdf79404cd8, Yosys 0.63+post, stock flow scripts
make -C /OpenROAD-flow-scripts/flow DESIGN_CONFIG=/design/flow/config.mk WORK_HOME=/design/flow/orfs finish
</file>
<file path="./config.mk">
export PLATFORM = sky130hd
export DESIGN_NAME = ForwardingUnit
export DESIGN_NICKNAME = ForwardingUnit
export VERILOG_FILES = /design/flow/design.v
export SDC_FILE = /design/flow/constraint.sdc
export NUM_CORES = 4
export LEC_CHECK = 1
export CORE_AREA = 10 10 70 70
export DIE_AREA = 0 0 80 80
</file>
<file path="./constraint.sdc">
current_design ForwardingUnit

set clk_period 1.8
set clk_io_pct 0.2

create_clock -name clk0 -period $clk_period

set non_clock_inputs [all_inputs -no_clocks]
set_input_delay [expr $clk_period * $clk_io_pct] -clock clk0 $non_clock_inputs
set_output_delay [expr $clk_period * $clk_io_pct] -clock clk0 [all_outputs]
</file>
==> notes.org <==
#+TITLE: Flow metrics

** Synth
- Sorting the synthesized cells by how often they occur yields xnor2_1 (16), nor4_1 (4), xor2_1 (4).
- For this run, the chip area from Yosys synthesis comes to 257.7 sq um.
- Top-area cell share :: 54.37%
- For reference, the post-synthesis area per instance comes to 7.581 sq um.
- Cell with the most instances after synthesis :: xnor2_1
- Cell variety after synth :: 9
- In the Yosys report, the sequential cells make up 0% of the chip area.
- Count of warnings emitted by yosys :: 1
- Post-synthesis instance area :: 257.7 sq um
- In the Yosys report the total cell count is 34.
- By area the synthesized netlist is led by xnor2_1 (54%), xor2_1 (14%), nor4_1 (9.7%).
- Number of cells produced by synthesis :: 34
- xnor2_1 takes more of the synthesized area than any other cell.

** Global routing
- The first global-routing pass estimated 2.021 mm of wire.
- Number of global-route vias before repair :: 454
- The number of antenna violations at the first check in global routing is 0.
- Global routing finished with a remaining overflow of 0.
- Entering global routing, the biggest net connects 4 pins.
- The global routing report lists combined usage of all routing layers as 3.815%.

** Pwr
- In this run switching power makes up 42.60% of total power.
- Total power per unit cell area :: 204.3 mW/mm^2
- The power report puts the leakage power at 0.2952 nW.
- Combinational cell fraction of total power :: 100.0%
- The worst-case IR drop observed on VDD is 0.00003326 V.
- In this run, flip-flops and latches consume 0% of the power.
- Pint :: 0.08449 mW
- The switching component of the power was reported as 0.06272 mW.
- The clock network burns 0% of the power.

** Final timing
- RSZ-0062 raised after global routing :: true
- Final TNS setup :: -0.3721 ns
- From the final report, the count of setup violators was given as 3.
- Final period utilization :: 109.0%
- Slack of the critical path :: -0.1621 ns
- Measured against its own limit, the worst slew margin works out to 82.41%.
- The pin closest to its max-slew limit shows a slew of 0.2619 ns.
- The routed design could run at a clock period as short as 1.962 ns.
- Timing would allow up to 509.7 MHz.
- The final timing report lists a hold violation count of 0.
- Worst Hold Slack :: 1.195 ns
- Final Max Slew Viols :: 0

** CTS
- Quantity of hold-fixing buffers added after cts :: 0

** Floorplan
- Die Span X :: 80 um
- Die Footprint :: 0.006400 sq mm
- Before placement the cells fill 7.546% of the core.
- According to the floorplan report, the placeable core area is 0.003416 sq mm.
- Row generation in the floorplan step produced 21 rows.
- Number of placed I/O pins :: 26
- Height of the die :: 80 um

** Critical path
- Traced cell by cell, the critical path runs through buf_6 > or4_4 > o21ai_4 > nor4_4 > nor4_2 > buf_2.
- By startpoint and endpoint, the worst setup path is classified as in2out.
- Required time of the critical path :: 1.44 ns
- End point of the critical path :: ForwardB[0]
- Longest individual stage delay on the worst path :: 0.53 ns
- Crit end category :: primary output
- Data on the critical path arrives at its endpoint at 1.60 ns.
- Highest-delay cell along the critical path :: or4_4
- Critical path fanouts, max :: 2
- Startpoint of the most critical setup path :: rd_M[3]
- Type of origin of the critical path :: input pin

** Finish
- Synth-to-layout area growth :: 179.6%
- The post-route netlist has 44.29% of its cells at a drive strength greater than 1.
- Counting the clock-network buffers in the layout gives 0.
- The final layout contains a sequential cell count of 0.
- Summing all flip-flop and latch instances after layout gives 0 sq um.
- Once layout is complete, the utilization of the core stands at 21.10%.

** Run status
- The checks that failed: setup timing.
- The flow ran to the end, but the final reports show violations.

** Flow run
- In this run the maximum-capacitance check reported violations numbering 0.
- Count of warning messages emitted by the tools :: 34

** Route
- Routed wire per std cell :: 11.09 um
- Count of unresolved DRC violations after routing :: 0
- The routed layout has 393 vias.
- The final antenna diode tally reported by the flow is 0.
- Per the log, the first TritonRoute iteration ended with a DRC count of 6.
- TritonRoute pass-1 iters :: 2
- Average vias per placed instance :: 3.388
- Sum of routed wire length over all layers :: 1.286 mm
- In this run the remaining antenna-violating nets after routing total 0.

** Hold path
- Tightest Hold Check Type :: in2out
- Cell depth of the worst min-delay path :: 5

** Placement
- Count of buffers inserted at the top-level ports :: 26
- Final weighted congestion of routability-driven global placement :: 0.8159
- HPWL Detailed :: 1.112 mm
==> per-stage QoR <==
stage	worst slack [ns]	total power, mW	area (sq um)	std cells
after CTS	-0.2136	0.1449	696.9	116
final	-0.1621	0.1472	720.7	116
after global routing	-0.2480	0.1579	720.7	116
after floorplan	0.1810	0.04486	257.7	34
after detailed placement	-0.9368	0.1342	650.6	116
after global placement	-0.9279	0.1346	650.6	116
==> cell type report <==
type,instances,area (sq um)
fillers,378,2695
well taps,46,57.56
repair buffers,36,314.1
multi-input cells,34,349.1
==> critical path: cells and delay by family <==
kind / cells / cell delay [ns]
AND-OR/OR-AND: 1 / 0.20
buffers and inverters: 2 / 0.22
AND/OR/NAND/NOR: 3 / 0.82
==> power by group through the flow <==
stage | combinational, mW | sequential [mW] | clock (mW)
CTS | 0.145 | 0 | 0
finish | 0.147 | 0 | 0
global route | 0.158 | 0 | 0
==> cell usage in the layout (no fill, tap or decap), types with 2 or more instances in the layout <==
cell type	synthesis	routed
buf_2	0	4
buf_4	0	9
buf_6	0	3
clkdlybuf4s15_2	0	2
clkdlybuf4s50_1	0	4
dlygate4sd2_1	0	10
dlymetal6s2s_1	0	3
nand2_1	2	2
nand4_1	2	2
nor4_2	0	2
nor4_4	0	2
xnor2_1	16	13
xnor2_2	0	3
xor2_1	4	3
==> kinds of logic (layout without fill, tap and decap cells) <==
| kind of cell | Yosys count | after routing | synth area share [%] |
|---|---|---|---|
| xor+xnor | 20 | 20 | 67.96 |
| simple gates | 13 | 13 | 28.64 |
| compound gates | 1 | 1 | 3.399 |
| buf+inv | 0 | 36 | 0 |
==> worst min path at each step <==
| stage | endpoint | start | slack [ns] |
|---|---|---|---|
| 4_1_cts | ForwardA[0] | rs1_E[2] | 1.28 |
| 5_1_grt | ForwardA[1] | rs1_E[4] | 1.24 |
| 6_report | ForwardA[0] | rs1_E[1] | 1.19 |
==> timing repair <==
action	CTS	global route
resized	52	8
pin swaps	11	5
endpoints found under the setup margin	4	4
buffers inserted	0	1
==> per-layer routing <==
metal | global-route usage, % | wire length [um] | up-vias
met5 | 0 | 0 | -
met4 | 0 | 0 | 0
met3 | 1.250 | 150 | 0
met2 | 7.063 | 619 | 17
met1 | 4.368 | 516 | 181
li1 | - | - | 195
Power and IR drop assume default switching activity.
