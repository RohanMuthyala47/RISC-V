## ./config.mk

```make
export PLATFORM = sky130hd
export DESIGN_NAME = ProgramCounter
export DESIGN_NICKNAME = ProgramCounter
export VERILOG_FILES = /design/flow/design.v
export SDC_FILE = /design/flow/constraint.sdc
export NUM_CORES = 4
export LEC_CHECK = 1
export CORE_UTILIZATION = 50
```

## ./run.sh

```bash
#!/bin/bash
# OpenROAD 26Q1-2900-gdf79404cd8, Yosys 0.63+post, stock flow scripts
make -C /OpenROAD-flow-scripts/flow DESIGN_CONFIG=/design/flow/config.mk WORK_HOME=/design/flow/orfs finish
```

## ./constraint.sdc

```tcl
current_design ProgramCounter

set clk_period 5.5
set clk_io_pct 0.2

create_clock -name clk0 -period $clk_period [get_ports {clk}]

set non_clock_inputs [all_inputs -no_clocks]
set_input_delay [expr $clk_period * $clk_io_pct] -clock clk0 $non_clock_inputs
set_output_delay [expr $clk_period * $clk_io_pct] -clock clk0 [all_outputs]
```

## ./design.v

```verilog
package cpu_pkg;
    parameter DATA_WIDTH        = 32;
    parameter ADDR_WIDTH        = 32;
    parameter INSTR_WIDTH       = 32;
    parameter ID_WIDTH          = 4;  
    parameter REG_FILE_SIZE     = 32;
    parameter REG_ADDR_WIDTH    = $clog2(REG_FILE_SIZE);
    parameter MEM_DEPTH         = 1024;
    parameter MEM_ADDR_WIDTH    = $clog2(MEM_DEPTH);
    parameter CACHE_LINES       = 128;
    parameter CACHE_INDEX_BITS  = $clog2(CACHE_LINES);
    parameter CACHE_OFFSET_BITS = 2;
    parameter CACHE_TAG_BITS    = ADDR_WIDTH - CACHE_INDEX_BITS - CACHE_OFFSET_BITS;
    typedef enum logic [6:0] {
		R_TYPE       = 7'b0110011,
		I_TYPE       = 7'b0010011,
		I_TYPE_LOAD  = 7'b0000011,
		I_TYPE_SYS   = 7'b1110011,
		S_TYPE       = 7'b0100011,
		B_TYPE       = 7'b1100011,
		U_TYPE_AUIPC = 7'b0010111,
		U_TYPE_LUI   = 7'b0110111,
		I_TYPE_JALR  = 7'b1100111,
		J_TYPE       = 7'b1101111
    } opcode_t;
    typedef enum logic [4:0] {
        ALU_ADD   = 5'b00000,
        ALU_SUB   = 5'b00001,
        ALU_XOR   = 5'b00010,
        ALU_OR    = 5'b00011,
        ALU_AND   = 5'b00100,
        ALU_SLL   = 5'b00101,
        ALU_SRL   = 5'b00110,
        ALU_SRA   = 5'b00111,
        ALU_SLT   = 5'b01000,
        ALU_SLTU  = 5'b01001,
        ALU_ADDI  = 5'b01010,
        ALU_XORI  = 5'b01011,
        ALU_ORI   = 5'b01100,
        ALU_ANDI  = 5'b01101,
        ALU_SLLI  = 5'b01110,
        ALU_SRLI  = 5'b01111,
        ALU_SRAI  = 5'b10000,
        ALU_SLTI  = 5'b10001,
        ALU_SLTIU = 5'b10010,
        ALU_BEQ   = 5'b10011,
        ALU_BNE   = 5'b10100,
        ALU_BLT   = 5'b10101,
        ALU_BGE   = 5'b10110,
        ALU_BLTU  = 5'b10111,
        ALU_BGEU  = 5'b11000,
        ALU_AUIPC = 5'b11001,
        ALU_LUI   = 5'b11010,
        ALU_JAL   = 5'b11011,
        ALU_JALR  = 5'b11100,
        ALU_DEF   = 5'b11111
    } alu_op_t;
    typedef enum logic [2:0] {
		IDLE        = 3'b000,
		CHECK       = 3'b001,
		WR_REQ      = 3'b010,
		WR_DATA     = 3'b011,
		WR_RESP     = 3'b100,
		RD_REQ      = 3'b101,
		RD_DATA     = 3'b110,
		RD_COMPLETE = 3'b111
    } cache_state_t;
endpackage
import cpu_pkg::*;
module ProgramCounter (
    input  logic                    clk,
    input  logic                    rst,
    input logic                     PCWrite,
    input  logic                    branch_taken,
    input  logic [ADDR_WIDTH - 1:0] branch_target,
    input  logic                    is_jal,
    input  logic                    is_jalr,
    input  logic [ADDR_WIDTH - 1:0] jal_target,
    input  logic [ADDR_WIDTH - 1:0] jalr_target,
    output logic [ADDR_WIDTH - 1:0] pc
);
    logic [ADDR_WIDTH - 1:0]        next_pc;
    always_comb begin
    	if (branch_taken) begin
            next_pc = branch_target;
        end
        else if (is_jal) begin
            next_pc = jal_target;
        end
        else if (is_jalr) begin
            next_pc = jalr_target;
        end
        else begin
            next_pc = pc + ADDR_WIDTH'(4);
        end
    end
    always_ff @(posedge clk) begin
        if (rst)
            pc <= ADDR_WIDTH'(0);
        else if(PCWrite)
            pc <= next_pc;
    end
endmodule
```

==> results.sh <==
# source this file to load flow results
export IMPL_dpl_cell_area_mm2=0.00401
export IMPL_vias_per_cell=6.26
export IMPL_ys_seq_share=0.242
export IMPL_n_fill_cell=345
export IMPL_tool_warnings=27
export IMPL_cts_tree="yes"
export IMPL_wl_per_cell_um=17.0
export IMPL_cp_slowest_stage_delay_ns=0.53
export IMPL_syn_area_per_cell_um2=7.60
export IMPL_cpMaxStageDelayCell="inv_1"
export IMPL_reg_largest_list="pc x32"
export IMPL_die_h_um=74.8
export IMPL_grt_pass1_wl_um=13900
export IMPL_synth_edff_count=0
export IMPL_path_buffers=3
export IMPL_leakage_nw=1.48
export IMPL_synthCells=348
export IMPL_gp_congestion=0.890
export IMPL_worst_path_max_fanout=43
export IMPL_slew_violations=0
export IMPL_io_pins=134
export IMPL_largest_area_cell="dfxtp_1"
export IMPL_yosys_cells=348
export IMPL_cts_sinks=32
export IMPL_drc=0
export IMPL_required_ns=5.72
export IMPL_vias=3374
export IMPL_worstHoldPathType="reg -> reg"
export IMPL_path_cells="clkdlybuf4s50_1, buf_4, inv_1, nor2_1, o21ai_0, a2bb2oi_1, a21oi_1"
export IMPL_maxSlewHeadroom=0.380
export IMPL_grt_pass1_vias=2914
export IMPL_finalSetupViolCount=0
export IMPL_ff_type="dfxtp_1"
export IMPL_top_cell_area_share=0.242
export IMPL_path_class="in -> reg"
export IMPL_syn_area_mm2=0.00265
export IMPL_core_area_mm2=0.00511
export IMPL_clockBufferDepth=2
export IMPL_area_delta_synth_final_pct=54.9
export IMPL_crit_path_end_kind="register"
export IMPL_post_cts_buffers=0
export IMPL_stdcell_area_mm2=0.00410
export IMPL_io_buffers=133
export IMPL_ant_nets=0
export IMPL_finalHoldViolCount=0
export IMPL_tns_ns=0
export IMPL_common_cells="nand2_1, dfxtp_1, a221oi_1, nor2_1, clkbuf_1"
export IMPL_peakVddDrop_uv=99.3
export IMPL_num_rows=26
export IMPL_largest_reg_flops=32
export IMPL_grt_setup_unrepaired="false"
export IMPL_antenna_found_initial=0
export IMPL_yosys_area_mm2=0.00265
export IMPL_critical_path_arrival_ns=3.39
export IMPL_htree_levels=2
export IMPL_yosysUniqueCellTypes=58
export IMPL_yosys_warnings=1
export IMPL_hpwl_um=6500
export IMPL_fmax_ghz=0.315
export IMPL_antenna_cells=0
export IMPL_top_register="pc"
export IMPL_cts_buffers=5
export IMPL_hold_ws_ns=0.463
export IMPL_grt_max_degree=59
export IMPL_finalCritPeriodShare=0.577
export IMPL_drt_total_wl_um=9160
export IMPL_dr_first_iter_drc_count=251
export IMPL_async_flop_share=0
export IMPL_cts_hold_fix_buffers=0
export IMPL_top_cell="nand2_1"
export IMPL_design_die_area_mm2=0.00559
export IMPL_clkLatencyLatePin_ns=0.29
export IMPL_fin_crit_ns=3.17
export IMPL_skew_ns=0.00650
export IMPL_drive_gt1_frac=0.0533
export IMPL_initial_utilization=0.518
export IMPL_worst_pin_slew_ns=0.926
export IMPL_first_pass_iters=5
export IMPL_cts_reportedPaths_clkPinSlew_ns=0.07
export IMPL_power_density_mw_per_mm2=169
export IMPL_synth_flop_count=32
export IMPL_cts_resized_gates=0
export IMPL_outcome="completed"
export IMPL_grt_usage=0.328
export IMPL_startpoint_type="input port"
export IMPL_area_leaders="dfxtp_1, a221oi_1, nand2_1"
export IMPL_path_delay_family="buffers and inverters"
export IMPL_die_width_um=74.8
export IMPL_gr_total_overflow=0
export IMPL_cap_violations=0
export IMPL_cts_root_buf="clkbuf_8"
cells by family (layout without fill, tap and decap cells):
family,after synthesis,in the layout,synth area share
AND/OR/NAND/NOR,138,138,0.284
AND-OR/OR-AND,119,119,0.345
XOR/XNOR,13,13,0.0430
multiplexers,6,6,0.0227
flip-flops,32,32,0.242
adder cells (fa/ha/maj),1,1,0.00473
buffers and inverters,39,160,0.0586
cell usage in the layout (no fill, tap or decap), drive strengths merged, types with 2 or more instances in the layout:
| master | Yosys | final |
|---|---|---|
| nor3 | 6 | 6 |
| nor2b | 2 | 2 |
| clkinv | 2 | 2 |
| xnor2 | 7 | 7 |
| inv | 9 | 9 |
| nand2 | 39 | 39 |
| o21ai | 19 | 19 |
| mux2i | 6 | 6 |
| o41ai | 3 | 3 |
| clkdlybuf4s50 | 0 | 132 |
| and4 | 4 | 4 |
| or2 | 2 | 2 |
| a32o | 5 | 5 |
| a211oi | 9 | 9 |
| a221o | 3 | 3 |
| a22oi | 3 | 3 |
| nor4 | 3 | 3 |
| a211o | 3 | 3 |
| o2bb2ai | 4 | 4 |
| nand3 | 17 | 17 |
| or3 | 3 | 3 |
| a221oi | 23 | 23 |
| xor2 | 6 | 6 |
| buf | 9 | 9 |
| and3 | 11 | 11 |
| dfxtp | 32 | 32 |
| o22ai | 7 | 7 |
| o31ai | 4 | 4 |
| clkbuf | 19 | 8 |
| nor2 | 20 | 20 |
| a2bb2oi | 5 | 5 |
| o32ai | 3 | 3 |
| a31oi | 5 | 5 |
| nand4 | 12 | 12 |
| nand2b | 16 | 16 |
| o221ai | 6 | 6 |
| a21oi | 9 | 9 |
layer usage:
| metal | up-vias | global-route usage | wire length, um | part of all wire |
|---|---|---|---|---|
| met5 | - | 0 | 0 | 0 |
| met1 | 1563 | 0.471 | 3920 | 0.43 |
| li1 | 1602 | - | - | - |
| met4 | 0 | 0.0587 | 97 | 0.011 |
| met2 | 198 | 0.529 | 4250 | 0.46 |
| met3 | 11 | 0.0651 | 890 | 0.097 |
path summary, 6_finish.rpt:
path	slack, ns	start	to	depth (start not counted)
setup / recovery	2.33	PCWrite	pc[7]	7
hold / removal	0.46	pc[1]	pc[1]	2
setup reg to reg	3.32	pc[2]	pc[28]	6
hold reg to reg	0.46	pc[1]	pc[1]	2
where the power goes:
group / internal [W] / switching (W)
clock: 0.000102 / 0.0000912
combinational: 0.000138 / 0.0000838
sequential: 0.000249 / 0.0000274
total: 0.000489 / 0.000202
worst register-to-register path, cell delays in order (launching register included):
cell and delay [ns]:
dfxtp_1 0.46, ha_1 0.32, nand2_1 0.14, nor4_4 0.50, nand4_1 0.22, xnor2_1 0.17, a32o_1 0.26
per-stage QoR:
step                      power [W]  utilization  cells  setup slack (ns)
after global placement     0.000496        0.785    531              2.10
after floorplan            0.000368            -    348              3.12
after global routing       0.000722        0.803    539              2.15
after detailed placement   0.000500        0.785    531              2.08
final                      0.000691        0.803    539              2.33
after CTS                  0.000690        0.803    539              2.37
layout make-up:
type,count,area (um2),area share
tap,70,87.6,0.0214
clock buffer,8,90.1,0.0220
inverter,11,41.3,0.0101
multi-input combinational,277,1850,0.452
timing repair buffer,141,1390,0.338
sequential,32,641,0.156
Power is estimated from default activity; no workload was simulated.
